`flow/design.v`:
```
module rc6_core(
    input           i_clk,
    input           i_rst,
    input           i_flag,     
    input  [127:0]  i_key,
    input           i_key_en,   
	output 			o_key_ok,   
    input  [127:0]   i_din,
    input           i_din_en,
    output [127:0]   o_dout,
    output          o_dout_en
    );
	wire  [32*44-1:0] s_exkey;
	rc6_keyex u_keyex(
	.i_clk		(i_clk		),
	.i_rst		(i_rst		),
	.i_key		(i_key		),
	.i_key_en	(i_key_en	),
	.o_exkey	(s_exkey	),
	.o_key_ok	(o_key_ok	)	
	);
	rc6_dpc u_dpc(
	.i_clk		(i_clk		),
	.i_rst		(i_rst		),	
	.i_flag		(i_flag		),
	.i_keyex	(s_exkey	),
    .i_din		(i_din		),
    .i_din_en	(i_din_en	),
    .o_dout		(o_dout		),
    .o_dout_en	(o_dout_en	)
	);	
endmodule
module rc6_dpc(
	input				i_clk,
	input				i_rst,
	input 				i_flag,
	input  [32*44-1:0] 	i_keyex,
    input  [127:0]   	i_din,
    input           	i_din_en,
    output [127:0]   	o_dout,
    output          	o_dout_en
);
	localparam DLY = 1;
	reg  [4:0]		r_count;	
	wire [31:0]		s_a,s_ax,s_ay,s_ay_e,s_ay_d;
	wire [31:0]		s_b;
	wire [31:0]		s_c,s_cx,s_cy,s_cy_e,s_cy_d;
	wire [31:0]		s_d;	
	wire [127:0] 	s_din;
	reg  [127:0] 	r_din;
	reg  [32*38-1:0] r_keyex;
	wire [63:0]		s_fkey;
	wire [63:0]		s_lkey;
	wire [63:0]		s_ikey;
	wire [63:0]		s_rkey;
	wire [127:0]	s_pdin;
	wire [4:0]		s_rr_x,s_rr_y;
	wire [31:0]		s_rdin_x,s_rdin_y;
	wire [31:0] 	s_rdout_x,s_rdout_y;
	wire [31:0]		s_t,s_u;
	function [31:0] SWAP;
		input [31:0] D;
		begin
			SWAP = {D[7:0],D[15:8],D[23:16],D[31:24]};
		end
	endfunction
	function [31:0]	ROL5;
		input [31:0] D;
		begin
			ROL5 = {D[26:0],D[31:27]};
		end
	endfunction 
	always@(posedge i_clk or posedge i_rst) begin
		if(i_rst) 
			r_count <= #DLY 5'b0;
		else if(i_din_en)
			r_count <= #DLY 5'd1;
		else if(r_count==5'd19) 
			r_count <= #DLY 5'b0;
		else if(r_count!=5'd0)
			r_count <= #DLY r_count + 5'd1;
	end
	always@(posedge i_clk  or posedge i_rst) begin
		if(i_rst)
			r_keyex <= #DLY 'b0;
		else if(i_din_en) begin
			if(i_flag)
				r_keyex <= #DLY i_keyex[32*40-1:32*2];
			else 
				r_keyex <= #DLY i_keyex[32*42-1:32*4];
		end else if(r_count!=5'd0)begin
			if(i_flag)
				r_keyex <= #DLY {r_keyex[32*36-1:0],64'b0};
			else	
				r_keyex <= #DLY {64'b0,r_keyex[32*38-1:64]};
		end
	end 
	assign s_fkey = i_flag ? i_keyex[32*44-1:32*42]:i_keyex[32*2-1:0];   
	assign s_lkey = i_flag ? i_keyex[32*2-1:0]:i_keyex[32*44-1:32*42];   
	assign s_ikey = i_flag ? i_keyex[32*42-1:32*40] : i_keyex[32*4-1:32*2];
	assign s_rkey = i_flag ? r_keyex[32*38-1:32*36] : r_keyex[32*2-1:0];
	assign s_pdin = i_flag ? {SWAP(i_din[127:96]),(SWAP(i_din[95:64])+s_fkey[63:32]),SWAP(i_din[63:32]),(SWAP(i_din[31:0])+s_fkey[31:0])} 
						: {SWAP(i_din[127:96])-s_fkey[63:32],SWAP(i_din[95:64]),SWAP(i_din[63:32])-s_fkey[31:0],SWAP(i_din[31:0])};
	assign s_din = i_din_en ? s_pdin : r_din;	
	assign s_a = i_flag ? s_din[127:96] : s_din[31:0];
	assign s_b = i_flag ? s_din[95:64] : s_din[127:96];
	assign s_c = i_flag ? s_din[63:32] : s_din[95:64];
	assign s_d = i_flag ? s_din[31:0] : s_din[63:32];	
	assign s_t = ROL5(s_b*(s_b + s_b + 1));
	assign s_u = ROL5(s_d*(s_d + s_d + 1));
	assign s_rr_x = i_flag ? s_u[4:0] : (32-s_t[4:0]); 
	assign s_rr_y = i_flag ? s_t[4:0] : (32-s_u[4:0]);
	assign s_rdin_x = i_flag ? s_a^s_t : (i_din_en ? (s_c-s_ikey[31:0]):(s_c-s_rkey[31:0]));
	assign s_rdin_y = i_flag ? s_c^s_u : (i_din_en ? (s_a-s_ikey[63:32]):(s_a-s_rkey[63:32]));
	rc6_rol u_rol1(.round(s_rr_x),.din(s_rdin_x),.dout(s_rdout_x));
	rc6_rol u_rol2(.round(s_rr_y),.din(s_rdin_y),.dout(s_rdout_y));
	assign s_ax = i_flag ? s_rdout_x : s_rdout_y^s_t;
	assign s_cx = i_flag ? s_rdout_y : s_rdout_x^s_u;
	assign s_ay_e =  i_din_en ? (s_ax + s_ikey[63:32]):(s_ax + s_rkey[63:32]);
	assign s_cy_e =  i_din_en ? (s_cx + s_ikey[31:0]):(s_cx + s_rkey[31:0]);
	assign s_cy_d =  s_cx;
	assign s_ay_d =  s_ax;
	assign s_ay =  i_flag ? s_ay_e : s_ay_d;
	assign s_cy =  i_flag ? s_cy_e : s_cy_d;
	always@(posedge i_clk  or posedge i_rst) begin
		if(i_rst)
			r_din <= #DLY 64'b0;
		else if(i_flag)
			r_din <= #DLY {s_b,s_cy,s_d,s_ay};
		else 
			r_din <= #DLY {s_ay,s_b,s_cy,s_d};
	end	
	assign o_dout = i_flag ? {SWAP(s_b+s_lkey[63:32]),SWAP(s_cy),SWAP(s_d+s_lkey[31:0]),SWAP(s_ay)} 
						: {SWAP(s_ay),SWAP(s_b-s_lkey[63:32]),SWAP(s_cy),SWAP(s_d-s_lkey[31:0])};
	assign o_dout_en = (r_count==5'd19) ? 1'b1:1'b0;
endmodule
module rc6_keyex(
	input 				i_clk,
	input 				i_rst,
	input 	[127:0]	 	i_key,		 
	input 				i_key_en,	 
	output 	[32*44-1:0]	o_exkey,  	 
	output 				o_key_ok  	 
	);
	localparam DLY = 1;
	localparam [32*44-1:0] STAB = {
		32'hb7e15163, 32'h5618cb1c, 32'hf45044d5, 32'h9287be8e,
		32'h30bf3847, 32'hcef6b200, 32'h6d2e2bb9, 32'h0b65a572,
		32'ha99d1f2b, 32'h47d498e4, 32'he60c129d, 32'h84438c56,
		32'h227b060f, 32'hc0b27fc8, 32'h5ee9f981, 32'hfd21733a,
		32'h9b58ecf3, 32'h399066ac, 32'hd7c7e065, 32'h75ff5a1e,
		32'h1436d3d7, 32'hb26e4d90, 32'h50a5c749, 32'heedd4102,
		32'h8d14babb, 32'h2b4c3474, 32'hc983ae2d, 32'h67bb27e6,
		32'h05f2a19f, 32'ha42a1b58, 32'h42619511, 32'he0990eca,
		32'h7ed08883, 32'h1d08023c, 32'hbb3f7bf5, 32'h5976f5ae,
		32'hf7ae6f67, 32'h95e5e920, 32'h341d62d9, 32'hd254dc92,
		32'h708c564b, 32'h0ec3d004, 32'hacfb49bd, 32'h4b32c376};
	wire 	[127:0]		s_ikey;
	wire 	[31:0]		s_sk;
	wire 	[31:0]		s_lk;
	wire 	[31:0]		s_a,s_ax;
	wire 	[31:0]		s_b,s_bx;
	reg  	[127:0]		r_key;
	reg		[32*44-1:0]	r_exkey;
	reg 	[7:0]		r_count;
	reg 				r_key_ok;
	wire 				s_busy;
	wire 	[31:0]		s_tmp;
	function [31:0] SWAP;
		input [31:0] D;
		begin
			SWAP = {D[7:0],D[15:8],D[23:16],D[31:24]};
		end
	endfunction
	assign s_ikey = {SWAP(i_key[127:96]),SWAP(i_key[95:64]),SWAP(i_key[63:32]),SWAP(i_key[31:0])};
	always@(posedge i_clk or posedge i_rst) begin
		if(i_rst)
			r_key <= #DLY 128'b0;
		else if(i_key_en)
			r_key <= #DLY {s_ikey[95:0],s_bx};
		else if(s_busy)
			r_key <= #DLY {r_key[95:0],s_bx};
	end	
	always@(posedge i_clk or posedge i_rst) begin
		if(i_rst) 
			r_exkey <= #DLY 1408'b0;
		else if(i_key_en)
			r_exkey <= #DLY {STAB[32*43-1:0],s_ax};
		else if(s_busy)begin
			r_exkey <= #DLY {r_exkey[32*43-1:0],s_ax};
		end
	end	
	assign s_a = i_key_en ? 32'b0 : r_exkey[31:0];
	assign s_b = i_key_en ? 32'b0 : r_key[31:0];
	assign s_lk = i_key_en ? s_ikey[127:96] : r_key[127:96];
	assign s_sk = i_key_en ? STAB[32*44-1:32*43]: r_exkey[32*44-1:32*43];
	assign s_tmp = s_ax+s_b;
	rc6_rol u_rol1(.round(5'd3),.din((s_sk + s_a + s_b)),.dout(s_ax));  
	rc6_rol u_rol2(.round(s_tmp[4:0]),.din((s_lk + s_ax + s_b)),.dout(s_bx));  
	always@(posedge i_clk or posedge i_rst) begin
		if(i_rst)
			r_count <= #DLY 8'd0;
		else if(i_key_en)
			r_count <= #DLY 8'd1;
		else if(r_count==8'd131)
			r_count <= #DLY 7'd0;
		else if(r_count!=8'd0)
			r_count <= #DLY r_count + 8'd1;
	end
	assign o_exkey = r_exkey;
	assign s_busy = ((r_count!=8'd0)||(i_key_en==1'b1)) ? 1'b1 : 1'b0;
	always@(posedge i_clk or posedge i_rst) begin
		if(i_rst)
			r_key_ok <= #DLY 1'b0;
		else if(r_count==8'd131)
			r_key_ok <= #DLY 1'b1;
		else if(i_key_en==1'b1)
			r_key_ok <= #DLY 1'b0;
	end
	assign o_key_ok = r_key_ok&(~i_key_en);
endmodule
`timescale 1ns / 1ps
module rc6_rol(
    input   [4:0]	round,
	input 	[31:0]  din,
    output  [31:0]  dout
    );
    reg [31:0] r_dout;
    assign dout = r_dout;
    always@(round or din) begin
        case(round)
			5'h00 : r_dout = din;
			5'h01 : r_dout = {din[30:0],din[31]	  };
			5'h02 : r_dout = {din[29:0],din[31:30]};
			5'h03 : r_dout = {din[28:0],din[31:29]};
			5'h04 : r_dout = {din[27:0],din[31:28]};
			5'h05 : r_dout = {din[26:0],din[31:27]};
			5'h06 : r_dout = {din[25:0],din[31:26]};
			5'h07 : r_dout = {din[24:0],din[31:25]};
			5'h08 : r_dout = {din[23:0],din[31:24]};
			5'h09 : r_dout = {din[22:0],din[31:23]};
			5'h0a : r_dout = {din[21:0],din[31:22]};
			5'h0b : r_dout = {din[20:0],din[31:21]};
			5'h0c : r_dout = {din[19:0],din[31:20]};
			5'h0d : r_dout = {din[18:0],din[31:19]};
			5'h0e : r_dout = {din[17:0],din[31:18]};
			5'h0f : r_dout = {din[16:0],din[31:17]};
			5'h10 : r_dout = {din[15:0],din[31:16]};
			5'h11 : r_dout = {din[14:0],din[31:15]};
			5'h12 : r_dout = {din[13:0],din[31:14]};
			5'h13 : r_dout = {din[12:0],din[31:13]};
			5'h14 : r_dout = {din[11:0],din[31:12]};
			5'h15 : r_dout = {din[10:0],din[31:11]};
			5'h16 : r_dout = {din[ 9:0],din[31:10]};
			5'h17 : r_dout = {din[ 8:0],din[31: 9]};
			5'h18 : r_dout = {din[ 7:0],din[31: 8]};
			5'h19 : r_dout = {din[ 6:0],din[31: 7]};
			5'h1a : r_dout = {din[ 5:0],din[31: 6]};
			5'h1b : r_dout = {din[ 4:0],din[31: 5]};
			5'h1c : r_dout = {din[ 3:0],din[31: 4]};
			5'h1d : r_dout = {din[ 2:0],din[31: 3]};
			5'h1e : r_dout = {din[ 1:0],din[31: 2]};
			5'h1f : r_dout = {din[0]   ,din[31: 1]};
        endcase
    end
endmodule
```
`flow/run.sh`:
```
#!/bin/bash
# OpenROAD 26Q1-2900-gdf79404cd8, Yosys 0.63+post, stock flow scripts
make -C /OpenROAD-flow-scripts/flow DESIGN_CONFIG=/design/flow/config.mk WORK_HOME=/design/flow/orfs finish
```
`flow/config.mk`:
```
export PLATFORM = sky130hd
export DESIGN_NAME = rc6_core
export DESIGN_NICKNAME = rc6_core
export VERILOG_FILES = /design/flow/design.v
export SDC_FILE = /design/flow/constraint.sdc
export NUM_CORES = 4
export LEC_CHECK = 1
export CORE_UTILIZATION = 40
```
`flow/constraint.sdc`:
```
current_design rc6_core

set clk_period 98.0
set clk_io_pct 0.2

create_clock -name clk0 -period $clk_period [get_ports {i_clk}]

set non_clock_inputs [all_inputs -no_clocks]
set_input_delay [expr $clk_period * $clk_io_pct] -clock clk0 $non_clock_inputs
set_output_delay [expr $clk_period * $clk_io_pct] -clock clk0 [all_outputs]
```
==> impl_metrics.tcl <==
# metrics dict for downstream scripts
set metrics [dict create \
    hold_viol_final 0 \
    stdcell_area_mm2 0.2445 \
    critical_path_class "primary input to output port" \
    postSynthRegisterBits 2894 \
    violations "max-capacitance violations, max-slew violations" \
    cts_tree "built" \
    dieWidth_um 740.9 \
    hpwl_after_detailed_placement_mm 731.0 \
    synth-main-ff-cell "sky130_fd_sc_hd__dfrtp_1" \
    die_height_um 740.9 \
    placement.cell_area_mm2 0.2328 \
    min_period_ns 63.19 \
    wirelength_mm 1003 \
    grt_setup_unrepaired "no" \
    run_status "finished, violations left" \
    grt_start_max_net_pins 142 \
    yosysWarningCount 3 \
    postCtsResizedCells 0 \
    clock-sinks 2894 \
    worst_hold_startpoint "u_keyex.r_key[126]$_DFFE_PP0P_" \
    io_buffers 390 \
    number_of_nets_with_antenna_violations_after_routing 0 \
    fp_util_pct 40.13 \
    areaGrowthSynthToFinish_pct 11.95 \
    clockBufferDepth 4 \
    cp_data_required_time_ns 78.40 \
    asyncSetResetFlopFracSynth_pct 100.0 \
    dr_total_vias 193000 \
    root_buffer "sky130_fd_sc_hd__clkbuf_16" \
    worst_clock_skew_ns 0.1210 \
    final.hold.worst_slack_ns 0.4748 \
    ys_top_logic_family "simple AND/OR/NAND/NOR gates" \
    postCtsHoldBufs 0 \
    io-pin-count 391 \
    synth.yosys.seq_area_share_pct 33.16 \
    crit_arrival_ns 43.59 \
    cts_inserted_buffers 341 \
    maxCapViolations 1 \
    finalCritPeriodShare_pct 64.48 \
    timing.critical_path.from_type "primary input" \
    global_route.usage.total_pct 38.35 \
    netlist-cell-type-count 122 \
    fp.coreArea_mm2 0.5442 \
    final_layout_size_suffix_gt1_share_pct 12.44 \
    route.top_layer_used "met5" \
    finalSetupTns_ns 0 \
    max_freq_mhz 15.83 \
    syn_area_mm2 0.2184 \
    post_cts_buffers 0 \
    setup.worst_path.end_class "output port" \
    final_setup_viols 0 \
    cts.clk_slew.worst_paths_ns 0.05 \
    met2RoutedLength_mm 409.1 \
    placement_rows 271 \
    critical_path.reg2reg.startpoint "u_keyex.r_exkey[1344]$_DFFE_PP0P_" \
    overall_overflow_remaining_after_global_route 0 \
    number_of_violations_reported_at_the_end_of_detailed_routing_iteration_0 19240 \
    grt_pass1_wl_mm 1443 \
    warnings 150 \
    placer_congestion_estimate 1.130 \
    clock_latency_ns 1.08 \
    timing_max_transition_violations_final 2 \
    ys_sh_aoi_pct 13.68 \
    remaining_drc_errors 0 \
    yosysChipArea_mm2 0.2184 \
    routed-wl-met3_mm 124.2 \
    simple_gate_area_share_pct 19.47 \
    place_ws_ns 35.72 \
    wl_per_cell_um 31.45 \
    syn_inst 24440 \
    mux_area_share_pct 14.16 \
    critical_path.max_stage_delay_ns 0.92 \
    critical-path-slowest-cell "sky130_fd_sc_hd__a2111oi_0" \
    slew_headroom_pct -5.672 \
    wirelength_met1_mm 392.7 \
    cts-htree-levels 5 \
    yosys_cells 24440 \
    crit_path_max_fanout 105 \
    avgViaCountPerCell 6.050 \
    synth-edff-count 0 \
    die_area_mm2 0.5489 \
    post-route-worst-setup-slack_ns 34.81 \
    adder_and_majority_gate_portion_of_the_synthesized_area_pct 11.42 \
    hold_path.class "flop to flop" \
    grt_antenna_before_repair 125 \
    firstDrtPassIters 10 \
    critPathLaunch "i_flag" \
    postSynthAreaPerCell_um2 8.935 \
    first_global_vias 190800 \
    worstMarginPinSlew_ns 1.578 \
    fillers 51050 \
    synth.cellmix.xorXnorShare_pct 2.598 \
]
## area by class of cell
cell class | count | area (um^2) | share of cell area, %
multi-input combinational | 18380 | 134700 | 55.09
sequential | 2894 | 72420 | 29.62
timing repair buffer | 1377 | 11620 | 4.753
clock buffer | 507 | 10050 | 4.110
tap | 7234 | 9051 | 3.702
inverter | 1334 | 5026 | 2.056
clock inverter | 98 | 1450 | 0.5931
antenna | 78 | 195.2 | 0.07983
## final timing paths
kind,end,slack (ns),depth (start not counted)
min in group asynchronous,u_dpc.r_din[62]$_DFF_PP0_,19.15,2
hold reg to reg,u_keyex.r_key[126]$_DFFE_PP0P_,0.47,2
setup / recovery,o_dout[6],34.81,72
hold / removal,u_keyex.r_key[126]$_DFFE_PP0P_,0.47,2
setup reg to reg,u_dpc.r_din[30]$_DFF_PP0_,76.22,70
max in group asynchronous,u_keyex.r_exkey[619]$_DFFE_PP0P_,73.87,9
## layout by cell type, fill, tap and decap left out, types with 178 or more instances in the layout
| master | count |
|---|---|
| sky130_fd_sc_hd__a211oi_1 | 178 |
| sky130_fd_sc_hd__a21o_1 | 180 |
| sky130_fd_sc_hd__a21oi_1 | 953 |
| sky130_fd_sc_hd__buf_4 | 966 |
| sky130_fd_sc_hd__clkbuf_16 | 342 |
| sky130_fd_sc_hd__clkdlybuf4s50_1 | 387 |
| sky130_fd_sc_hd__dfrtp_1 | 2894 |
| sky130_fd_sc_hd__fa_1 | 811 |
| sky130_fd_sc_hd__ha_1 | 695 |
| sky130_fd_sc_hd__inv_1 | 1307 |
| sky130_fd_sc_hd__mux2i_1 | 407 |
| sky130_fd_sc_hd__mux4_2 | 1127 |
| sky130_fd_sc_hd__nand2_1 | 3736 |
| sky130_fd_sc_hd__nand3_1 | 219 |
| sky130_fd_sc_hd__nand3b_1 | 690 |
| sky130_fd_sc_hd__nor2_1 | 4361 |
| sky130_fd_sc_hd__nor3_1 | 213 |
| sky130_fd_sc_hd__o21ai_0 | 1317 |
| sky130_fd_sc_hd__o22ai_1 | 339 |
| sky130_fd_sc_hd__xnor2_1 | 404 |
## registers in the layout (all words and copies together), names as in the netlist
signal and flops:
u_keyex.r_exkey 1408, u_dpc.r_keyex 1216, u_dpc.r_din 128, u_keyex.r_key 128, u_keyex.r_count 8, u_dpc.r_count 5
u_keyex.r_key_ok 1
## Yosys cell counts, types with 183 or more instances
cell	n	area, um^2
sky130_fd_sc_hd__a211oi_1	183	1374
sky130_fd_sc_hd__a21oi_1	962	4815
sky130_fd_sc_hd__buf_1	286	1074
sky130_fd_sc_hd__clkbuf_1	1476	5540
sky130_fd_sc_hd__dfrtp_1	2894	72420
sky130_fd_sc_hd__fa_1	811	16240
sky130_fd_sc_hd__ha_1	695	8696
sky130_fd_sc_hd__inv_1	1311	4921
sky130_fd_sc_hd__mux2i_1	416	4164
sky130_fd_sc_hd__mux4_2	1127	25380
sky130_fd_sc_hd__nand2_1	3740	14040
sky130_fd_sc_hd__nand3_1	221	1106
sky130_fd_sc_hd__nand3b_1	690	5180
sky130_fd_sc_hd__nor2_1	4371	16410
sky130_fd_sc_hd__nor3_1	237	1186
sky130_fd_sc_hd__o21ai_0	1339	6701
sky130_fd_sc_hd__o22ai_1	339	2121
sky130_fd_sc_hd__xnor2_1	426	3731
sky130_fd_sc_hd__xor2_1	184	1612
## metrics by stage
step | cells | util [%]
after floorplan | 24440 | -
after global placement | 31220 | 42.78
after detailed placement | 31220 | 42.78
after CTS | 31820 | 44.89
after global routing | 31850 | 44.90
final | 31900 | 44.93
## per-layer routing
| metal | GRT usage, % | up-vias |
|---|---|---|
| li1 | - | 84680 |
| met1 | 53.47 | 97010 |
| met2 | 50.69 | 8846 |
| met3 | 17.59 | 2397 |
| met4 | 21.86 | 76 |
| met5 | 0.2184 | - |
## critical path: cells and delay by family
kind	cells	cell delay, ns
buffers and inverters	16	5.90
XOR/XNOR	3	0.77
AND/OR/NAND/NOR	11	2.72
multiplexers	3	1.24
adder cells (fa/ha/maj)	13	5.80
AND-OR/OR-AND	26	7.07
## cell families (layout without fill, tap and decap cells)
kind of cell	Yosys count	in the layout
XOR/XNOR	626	626
multiplexers	1666	1666
flip-flops	2894	2894
buffers and inverters	3172	3316
AND-OR/OR-AND	4613	4613
other	0	78
adder cells (fa/ha/maj)	1506	1506
AND/OR/NAND/NOR	9966	9966
